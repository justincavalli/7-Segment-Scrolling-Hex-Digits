==> /design/flow/design.v <==
module top (
    input CLK,          
    output [6:0] SEG,   
    output [3:0] COMM,  
    output [3:0] DBG,   
    output [2:0] RGB    
);
    reg [3:0] hex2Display;  
    reg [6:0] seg;
    reg [3:0] comm;
    assign SEG = ~seg;
    assign RGB = 3'b111;
    assign COMM = ~comm;
    localparam [23:0] timer_init = 24'hB71AFF;
    reg [23:0] second_timer_state;
    reg [15:0] second;
    initial begin
        second_timer_state = timer_init;
        second = 16'hACDC;
    end  
    always @(posedge CLK) begin
        if (second_timer_state == 0) begin
            second_timer_state = timer_init;
            second = second + 1;
         end  
        else begin
            second_timer_state <= second_timer_state - 1;
        end  
    end  
    assign DBG = second[3:0];
    reg [23:0] refreshCounter;
    always @(posedge CLK) begin
        refreshCounter <= refreshCounter + 1;
    end
    always @(*) begin
        case(hex2Display)  
            4'b0000   : seg = 7'b0111111;
            4'b0001   : seg = 7'b0110000;
            4'b0010   : seg = 7'b1011011;
            4'b0011   : seg = 7'b1111001;
            4'b0100   : seg = 7'b1110100;
            4'b0101   : seg = 7'b1101101;
            4'b0110   : seg = 7'b1101111;
            4'b0111   : seg = 7'b0111000;
            4'b1000   : seg = 7'b1111111;
            4'b1001   : seg = 7'b1111100;
            4'b1010   : seg = 7'b1111110;
            4'b1011   : seg = 7'b1100111;
            4'b1100   : seg = 7'b0001111;
            4'b1101   : seg = 7'b1110011;
            4'b1110   : seg = 7'b1001111;
            4'b1111   : seg = 7'b1001110;
            default   : seg = 7'b0000000;  
        endcase  
        case(refreshCounter[15:14])  
            4'b00   : comm = 4'b1110;
            4'b01   : comm = 4'b0111;
            4'b10   : comm = 4'b1101;
            4'b11   : comm = 4'b1011;
            default : comm = 4'b0000;  
       endcase
          case(refreshCounter[15:14])
            2'b00: hex2Display = second[3:0];  
            2'b01: hex2Display = second[15:12];  
            2'b10: hex2Display = second[7:4];  
            2'b11: hex2Display = second[11:8]; 
              default : hex2Display = 4'hE;   
          endcase
    end  
endmodule
==> /design/flow/run.sh <==
#!/bin/bash
# OpenROAD 26Q1-2900-gdf79404cd8, Yosys 0.63+post, stock flow scripts
make -C /OpenROAD-flow-scripts/flow DESIGN_CONFIG=/design/flow/config.mk WORK_HOME=/design/flow/orfs finish
==> /design/flow/config.mk <==
export PLATFORM = sky130hd
export DESIGN_NAME = top
export DESIGN_NICKNAME = top
export VERILOG_FILES = /design/flow/design.v
export SDC_FILE = /design/flow/constraint.sdc
export NUM_CORES = 4
export LEC_CHECK = 1
export CORE_UTILIZATION = 30
==> /design/flow/constraint.sdc <==
current_design top

set clk_period 6.8
set clk_io_pct 0.2

create_clock -name clk0 -period $clk_period [get_ports {CLK}]

set non_clock_inputs [all_inputs -no_clocks]
set_input_delay [expr $clk_period * $clk_io_pct] -clock clk0 $non_clock_inputs
set_output_delay [expr $clk_period * $clk_io_pct] -clock clk0 [all_outputs]
==> notes.org <==
#+TITLE: Physical design notes

** Layout
- Top logic cells by instance count in the layout :: sky130_fd_sc_hd__dfxtp_1 (40), sky130_fd_sc_hd__xnor2_1 (29), sky130_fd_sc_hd__nand2_1 (26)
- Final Instance Count excl. Fillers :: 399
- The post-route netlist has 9.966% of its cells at a drive strength greater than 1.
- Syn-to-layout area delta :: 10.23%
- Registers take 1281 um2.
- Combinational cell area excluding buffers and inverters :: 1411 um2
- Number of fill cells :: 874
- Commonest non-fill, non-tap cell in the layout :: sky130_fd_sc_hd__dfxtp_1

** Floorplan
- Per the OpenROAD floorplan log, the area of the die is 9771 um2.
- From left edge to right edge, the die measures 98.85 um.
- In this run the vertical extent of the chip is 98.85 um.
- According to the floorplan report, the placeable core area is 8891 um2.
- Core Density at Floorplan :: 31.65%
- 19 I/O pins were placed.
- Number of standard-cell rows in the floorplan :: 34

** Place
- According to the dpl log, the detail-placed design has an HPWL of 3.100 mm.
- The congestion estimate from routability-driven global placement came to 0.7872.
- Including well taps, the total number of placed cells is 391.
- Buffers placed on the I/O ports in this run total 15.

** Clock tree
- Num CTS Buffers :: 5
- TritonCTS sink count :: 56
- Per the CTS log, the buffer count on the longest clock path is 2.
- Worst skew pair latency :: 0.31 ns
- TritonCTS built the clock tree.
- CTS resizes :: 0
- Root cell of the clock tree :: sky130_fd_sc_hd__clkbuf_8
- Count of buffers added by post-CTS timing repair for setup :: 0
- In this run the number of H-tree levels came out at 2.
- On the worst setup and hold paths after CTS, the clock-pin slew comes to 0.10 ns.
- The number of hold buffers added after CTS was 0.

** Global routing
- The via count of the first global-routing pass came to 1718.
- Total global routing overflow :: 0
- Entering global routing, the biggest net connects 27 pins.
- The first global-routing pass estimated 7.707 mm of wire.
- The initial antenna violation count is 0.
- The global routing report lists combined usage of all routing layers as 9.676%.

** Synthesis
- Netlist Area Pre-Place :: 2814 um2
- Synthesis inferred 56 register bits.
- For this run, the leading register cell type out of synthesis is sky130_fd_sc_hd__dfxtp_1.
- Yosys stat counts 280 cells in the synthesized netlist.
- Post-synthesis sequential area ratio :: 45.53%
- EDFF count, synth :: 16
- The average instance in the mapped netlist occupies 10.05 um2.
- Per the synthesis report, the number of distinct cell types is 44.
- In the synthesis report, Yosys lists the chip area as 2814 um2.
- Synthesized instance count :: 280
- Synthesis warning total :: 1
- Of all flip-flops after synthesis, the portion carrying an async set or reset was 0%.

** Final timing
- The worst path in the final design needs a cycle of 4.114 ns, including I/O delays and setup.
- Static timing analysis puts the maximum clock frequency at 0.2431 GHz.
- Pins over their slew limit in the final report were tallied at 0.
- Setup repair after global routing left no endpoint under its margin.
- Dividing the final minimum period by the clock period gives 60.50%.
- Final setup violation count :: 0
- Final setup TNS :: 0 ns
- The final timing report lists clock skew as 0.01189 ns.
- Number of endpoints with negative hold slack in the final report :: 0

** Drt
- Top Layer Used :: met4
- Detailed Routing Iterations Pass 1 :: 6
- Per the detail_route report, DRC violations left total 0.
- Per the detail_route report, inserted antenna diodes total 0.
- In the routed layout, each cell is associated on average with a via count of 4.754.
- Final Routed Wirelength :: 4.399 mm
- Post-DR wirelength/cell :: 11.03 um
- For this block, the via count after detailed routing is 1897.
- Per the log, the first TritonRoute iteration ended with a DRC count of 57.
- DRT antenna net count :: 0
- Wire length on met3 :: 161 um
- Wire length the detailed router placed on met1 :: 2.286 mm
- Summed over all nets, wire length on met2 after detailed routing comes to 1.882 mm.

** Power
- In this run the static leakage power is 0.001089 uW.
- Power density over the cells :: 170.9 nW/um2
- Largest voltage drop on the vdd net :: 100.3 uV

** Worst setup path
- CP cell instances :: mux4_2 -> ha_1 -> nand2b_1 -> a21oi_1 -> a211oi_2 -> clkdlybuf4s50_1
- Among cell families on the critical path, the largest total delay comes from multiplexers.
- Looking at the critical path, the highest net fanout was 10.
- Per STA, the highest per-stage delay on the worst path measures 0.65 ns.
- The largest individual stage delay along the critical path comes from the cell sky130_fd_sc_hd__mux4_2.
- According to the timing report, the data required time at the worst endpoint equals 5.44 ns.
- Type of origin of the critical path :: register
- Crit path DAT :: 2.75 ns
- R2R setup slack :: 4.78 ns
- Critical path buffers and inverters :: 1
- Class of the most critical setup path :: reg -> out
- Kind of end point of the critical path :: output port

** Worst hold path
- STA reports the tightest min-delay check as being of type reg -> reg.

** Job
- The tool warning count for the run is 30.
- Max Cap Violations :: 0

** Outcome
- Result of the run :: finished, final reports clean
sequential cells by signal, summed over array words and instances, names as in the netlist:
register,flops
refreshCounter,16
second,16
second_timer_state,24
per-stage QoR:
step                      hold slack (ns)  worst slack (ns)  area, um2  total power, uW  util (%)
after floorplan                    0.3837             3.681       2821            349.6         -
after global placement             0.3991             3.075       3009            348.5     33.84
after detailed placement           0.4073             3.036       3009            348.5     33.84
after CTS                          0.4297             2.657       3102            539.1     34.89
after global routing               0.4498             2.540       3102            554.0     34.89
final                              0.4244             2.686       3102            530.1     34.89
final cells by class:
class                           instances  area share, %
Inverter                                8          1.008
Tap cell                              108          4.357
Multi-Input combinational cell        204          45.50
Clock inverter                          3         0.7664
Clock buffer                            5          2.219
Sequential cell                        56          41.31
Timing Repair Buffer                   15          4.841
routing by layer:
metal  vias to the layer above  track usage (%)
li1                        989                -
met3                         7            2.020
met2                        30            14.15
met1                       871            15.55
met4                         0            1.263
met5                         -                0
kinds of logic (layout without fill, tap and decap cells):
logic type / Yosys count / in the layout / share of synthesized area, %
fa+ha+maj: 9 / 9 / 4.002
mux: 5 / 5 / 3.602
flops: 56 / 56 / 45.53
simple gates: 122 / 122 / 24.19
xor+xnor: 39 / 39 / 12.14
other cells: 1 / 3 / 0.1333
buf+inv: 22 / 31 / 4.580
compound gates: 26 / 26 / 5.825
cells in the mapped netlist (7+ instances only):
cell type	n	area (um2)
sky130_fd_sc_hd__inv_1	7	26.28
sky130_fd_sc_hd__ha_1	9	112.6
sky130_fd_sc_hd__nor3_1	10	50.05
sky130_fd_sc_hd__dfxtp_1	40	800.8
sky130_fd_sc_hd__nor2_1	24	90.09
sky130_fd_sc_hd__xor2_1	10	87.58
sky130_fd_sc_hd__nand3_1	20	100.1
sky130_fd_sc_hd__nand2_1	26	97.59
sky130_fd_sc_hd__buf_4	7	52.55
sky130_fd_sc_hd__edfxtp_1	16	480.5
sky130_fd_sc_hd__xnor2_1	29	254.0
sky130_fd_sc_hd__nand4_1	9	56.30
worst paths after layout:
kind / startpoint / end / cells past startpoint
worst max register to register: second_timer_state[7]$_SDFF_PN1_ / second[11]$_DFFE_PN_ / 5
worst min-delay path: second_timer_state[0]$_SDFF_PN1_ / second_timer_state[0]$_SDFF_PN1_ / 1
worst max-delay path: refreshCounter[14]$_DFF_P_ / SEG[0] / 6
worst min register to register: second_timer_state[0]$_SDFF_PN1_ / second_timer_state[0]$_SDFF_PN1_ / 1
report_power, final:
part | total [uW] | internal, uW | switching (uW) | leakage [uW]
logic | 0.0517 | 0 | 0.0511 | 0.000530
clock network | 189 | 75.8 | 114 | 0.0000509
registers | 341 | 341 | 0 | 0.000508
worst register-to-register path, stage by stage, from the launching register on:
cell	delay, ns
sky130_fd_sc_hd__dfxtp_1	0.35
sky130_fd_sc_hd__nor3_2	0.34
sky130_fd_sc_hd__nand3_1	0.22
sky130_fd_sc_hd__nor2_1	0.25
sky130_fd_sc_hd__nand2_4	0.16
sky130_fd_sc_hd__clkinv_2	0.35
Power and IR drop assume default switching activity.
